### ./design.v
module bcd(
		input      [7:0] value,
		output reg [3:0] hundreds,
		output reg [3:0] tens,
		output reg [3:0] ones
	);
	integer i;
	always @( value ) begin
		hundreds = 0;
		tens = 0;
		ones = 0;
		for( i=7; i>=0; i=i-1 ) begin
			if( hundreds >= 5 )
				hundreds = hundreds + 3;
			if( tens >= 5 )
				tens = tens + 3;
			if( ones >= 5 )
				ones = ones + 3;
			hundreds = hundreds << 1;
			hundreds[0] = tens[3];
			tens = tens << 1;
			tens[0] = ones[3];
			ones = ones << 1;
			ones[0] = value[i];
		end
	end
endmodule
module clock(
		input  [0:0] CLOCK_24,
		input  [1:0] KEY,
		output [6:0] HEX0,
		output [6:0] HEX1,
		output [6:0] HEX2,
		output [6:0] HEX3,
		output [13:0] GPIO_0
	);
	reg  [24:0] int_count;
	reg  [5:0] seconds;
	reg  [5:0] minutes;
	reg  [4:0] hours;
	reg  [5:0] days;
	reg  [4:0] months;
	reg  [6:0] years;
	reg  [7:0] bcd_input;
	wire [3:0] bcd_output_ones;
	wire [3:0] bcd_output_tens;
	wire [3:0] bcd_output_hundreds;
	bcd bcd_decoder(
		.value( bcd_input ),
		.hundreds( bcd_output_hundreds ),
		.tens( bcd_output_tens ),
		.ones( bcd_output_ones )
	);
	reg  [3:0] ss_input;
	wire [6:0] ss_output;
	seven_segment ss_decoder(
		.value( ss_input ),
		.display( ss_output )
	);
	reg  [3:0] display_counter;
	reg  [6:0] display_buffer [0:5];
	assign GPIO_0[13:7] = display_buffer[0];
	assign GPIO_0[6:0]  = display_buffer[1];
	assign HEX0         = display_buffer[2];
	assign HEX1         = display_buffer[3];
	assign HEX2         = display_buffer[4];
	assign HEX3         = display_buffer[5];
	reg  [3:0] set_state;
	reg key_ff1 [0:1];
	reg key_ff2 [0:1];
	reg key_reg [0:1];
	initial begin
		int_count = 0;
		seconds = 0;
		minutes = 0;
		hours = 0;
		days = 1;
		months = 1;
		years = 0;
		set_state = 0;
		display_counter = 0;
	end
	integer i;
	always @( posedge CLOCK_24[0] ) begin
		for( i=1; i>=0; i=i-1 ) begin
			key_ff1[i] <= !KEY[i];
			key_ff2[i] <= key_ff1[i];
		end
	end
	always @( posedge CLOCK_24[0] ) begin
		int_count = int_count + 1;
		if( int_count == 24000000 ) begin
			seconds = seconds + 1;
			int_count = 0;
			if( seconds == 60 ) begin
				seconds = 0;
				minutes = minutes + 1;
			end
			if( minutes == 60 ) begin
				minutes = 0;
				hours = hours + 1;
			end
			if( hours == 24 ) begin
				hours = 0;
				days = days + 1;
			end
			if( ( months == 4 || months == 6 || months == 9 || months == 11 ) && days == 31 && set_state == 0 ) begin
				months = months + 1;
				days = 1;
			end
			else if( months == 2 && years[1:0] == 0 && days == 30 && set_state == 0 ) begin
				months = months + 1;
				days = 1;
			end
			else if( months == 2 && years[1:0] != 0 && days == 29 && set_state == 0 ) begin
				months = months + 1;
				days = 1;
			end
			else if( days == 32 ) begin
				months = months + 1;
				days = 1;				
			end
			if( months == 13 ) begin
				months = 1;
				years = years + 1;
			end
		end
		if( key_ff2[0] && !key_reg[0] ) begin
			set_state = set_state + 1;
			if( set_state == 7 )
				set_state = 0;
			key_reg[0] = 1;
		end
		if( key_ff2[1] && !key_reg[1] ) begin
			case( set_state )
				1: begin
					hours = hours + 1;
					if( hours == 24 )
						hours = 0;
				end
				2: begin
					minutes = minutes + 1;
					if( minutes == 60 )
						minutes = 0;
				end
				3: begin
					seconds = 0;
					int_count = 0;
				end
				4: begin
					days = days + 1;
					if( days == 32 )
						days = 1;
				end
				5: begin
					months = months + 1;
					if( months == 13 )
						months = 1;
				end
				6: begin
					years = years + 1;
					if( years == 100 )
						years = 0;
				end
			endcase
			key_reg[1] = 1;
		end
		for( i=1; i>=0; i=i-1 ) begin
			if( !key_ff2[i] )
				key_reg[i] = 0;
		end
		if( key_ff2[1] && set_state == 0 || set_state > 3 ) begin
			case( display_counter[3:1] )
				0: bcd_input = months;
				1: bcd_input = days;
				2: bcd_input = years;
			endcase
		end
		else begin
			case( display_counter[3:1] )
				0: bcd_input = minutes;
				1: bcd_input = hours;
				2: bcd_input = seconds;
			endcase
		end
		if( display_counter[0] )
			ss_input = bcd_output_ones;
		else
			ss_input = bcd_output_tens;
		display_buffer[display_counter] = ss_output;
		if( int_count[22] == 0 ) begin
			case( set_state )
				1,4: begin
					display_buffer[5] = 7'b1111111;
					display_buffer[4] = 7'b1111111;
				end
				2,5: begin
					display_buffer[3] = 7'b1111111;
					display_buffer[2] = 7'b1111111;
				end
				3,6: begin
					display_buffer[1] = 7'b1111111;
					display_buffer[0] = 7'b1111111;
				end
			endcase
		end
		display_counter = display_counter + 1;
		if( display_counter == 6 )
			display_counter = 0;
	end
endmodule
module seven_segment(
		input      [3:0] value,
		output reg [6:0] display
	);
	always @( value ) begin
		case( value )
			0: display <= 7'b1000000;
			1: display <= 7'b1001111;
			2: display <= 7'b0100100;
			3: display <= 7'b0110000;
			4: display <= 7'b0011001;
			5: display <= 7'b0010010;
			6: display <= 7'b0000010;
			7: display <= 7'b1111000;
			8: display <= 7'b0000000;
			9: display <= 7'b0011000;
			default: display <= 7'b1111111;
		endcase
	end
endmodule
### ./run.sh
#!/bin/bash
# OpenROAD 26Q1-2900-gdf79404cd8, Yosys 0.63+post, stock flow scripts
make -C /OpenROAD-flow-scripts/flow DESIGN_CONFIG=/design/flow/config.mk WORK_HOME=/design/flow/orfs finish
### ./config.mk
export PLATFORM = sky130hd
export DESIGN_NAME = clock
export DESIGN_NICKNAME = clock
export VERILOG_FILES = /design/flow/design.v
export SDC_FILE = /design/flow/constraint.sdc
export NUM_CORES = 4
export LEC_CHECK = 1
export CORE_UTILIZATION = 40
### ./constraint.sdc
current_design clock

set clk_period 8.9
set clk_io_pct 0.2

create_clock -name clk0 -period $clk_period [get_ports {CLOCK_24}]

set non_clock_inputs [all_inputs -no_clocks]
set_input_delay [expr $clk_period * $clk_io_pct] -clock clk0 $non_clock_inputs
set_output_delay [expr $clk_period * $clk_io_pct] -clock clk0 [all_outputs]
==> impl_metrics.ini <==
; physical design summary
[final_timing]
max_freq_mhz = 167
hold_viol = 0
period_minus_slack_ps = 6000
finalCritPeriodShare = 0.675
final_max_slew_viol_count = 0
finalSetupViolations = 0
rsz0062_at_grt = no
skew_ps = 2.26
setup_tns_ps = 0
tightest_slew_ps = 865
relSlewSlack = 0.419

[placed_design]
gp_congestion = 0.924
dpl.hpwl_mm = 15.5
io_buffers = 44
place_area_um2 = 9090

[critical_path]
cp.arrival_ps = 6110
worstPathCellList = ha_1 -> and3_1 -> or4_1 -> a32o_2 -> o32a_1 -> a211oi_4 -> mux2_4 -> o21ai_2 -> a21oi_1 -> nor2_1 -> mux2i_1 -> ha_1 -> and2_1 -> nor2b_1 -> nand2_1 -> o32ai_1 -> nor4_1 -> a211o_1
cp_max_fo = 14
cp_slowest_cell = a211oi_4
critPathLaunchType = flop
path_class = reg -> reg
cp.required_ps = 9010
slowest_delay_ps = 620
cp_common_cell = ha_1
cp-end-kind = flop

[run]
maxCapViolCount = 0
warnings = 175

[status]
status = complete, no violations

[cts]
clock_latency_ps = 360
clkTransAtPathRegs_ps = 50
cts_made_buffers = 17
cts_hold_buf = 0
htree_num_levels = 4
cts_sinks = 130
post_cts_buffers = 0
cts_resized = 0
cts_buffer_depth = 2
cts_tree = built
clockRootBuffer = clkbuf_16

[final_layout]
drive_gt1_frac = 0.0671
layout_top_cell_excl_fill_tap = nand2_1
largest_reg_flops = 42
final_cell_area_um2 = 9660
area_growth_syn_to_layout_pct = 14.8
final_cell_mix = nand2_1 (172), dfxtp_1 (123), nor2_1 (104), nand3_1 (88), a21oi_1 (61)
utilization = 0.473

[detailed_routing]
vias = 7608
wirelength_mm = 21.1
drc = 0
ant_nets = 0
drt_first_pass_iters = 5
drt_iter0_drc = 473
viasPerCell = 5.43
avgRoutedWirePerCell_um = 15.0
diodes = 0

[synthesis]
syn_area_um2 = 8420
yosysChipArea_um2 = 8420
flop_cell = dfxtp_1
edf_count = 7
synth.distinct_cells = 91
ys_cells = 1086
postSynth.asyncResetShare = 0
avgSynthCellArea_um2 = 7.75
ys_seq_share = 0.318
synth_cells = 1086
yosys_warnings = 6
numSynthFlops = 130

[floorplanning]
die_h_um = 147
num_rows = 52
io_pins = 45
dieArea_um2 = 21600
dieWidth_um = 147
coreArea_um2 = 20400
floorplanUtilization = 0.412

[power]
ir_drop_mv = 0.126
p_total_mw = 2.16
p_leak_nw = 3.76
power_density_nw_per_um2 = 224

[global_routing]
gr-total-overflow = 0
grt_first_pass_wirelength_mm = 35.2
grt_pass1_vias = 6883
antenna_found_initial = 0
grt_max_degree = 23
grt_usage = 0.204

[min_path]
hold_class = reg -> reg
-- layer usage --
layer  part of all wire  global-route usage  vias up
li1                   -                   -     3970
met1               0.50               0.317     3435
met2               0.44               0.316      190
met3              0.044              0.0282       13
met4              0.012              0.0237        0
met5                  0                   0        -
-- critical path: cells and delay by family (launching register included) --
family                   cells  cell delay, ps
AND-OR/OR-AND                7            2510
AND/OR/NAND/NOR              7            1670
multiplexers                 2             710
adder cells (fa/ha/maj)      2             470
flip-flops                   1             390
-- cells in the mapped netlist, types with 8 or more instances --
master | number | area share
and2_1 | 13 | 0.0097
nor2b_1 | 9 | 0.0067
nand3_1 | 88 | 0.052
xor2_1 | 24 | 0.025
mux2i_1 | 20 | 0.024
nor2_1 | 104 | 0.046
o21ai_0 | 34 | 0.020
and3_1 | 9 | 0.0067
or3_1 | 13 | 0.0097
a21oi_1 | 61 | 0.036
nor3_1 | 27 | 0.016
dfxtp_1 | 123 | 0.29
ha_1 | 37 | 0.055
nand3b_1 | 8 | 0.0071
nand2_1 | 172 | 0.077
a31oi_1 | 18 | 0.013
nand2b_1 | 17 | 0.013
o21a_1 | 8 | 0.0071
xnor2_1 | 32 | 0.033
clkbuf_1 | 33 | 0.015
inv_1 | 48 | 0.021
nor4_1 | 8 | 0.0059
nand4_1 | 21 | 0.016
-- metrics by stage --
| step | instances | hold slack (ps) | setup slack [ps] |
|---|---|---|---|
| global route | 1402 | 337 | 2390 |
| detailed placement | 1370 | 313 | 2970 |
| finish | 1402 | 325 | 2900 |
| floorplan | 1086 | 310 | 3760 |
| global placement | 1370 | 313 | 3040 |
| CTS | 1402 | 328 | 2940 |
-- worst paths after layout --
check / slack [ps] / to / startpoint / cells past startpoint
setup / recovery: 2900 / bcd_input[2] / minutes[0] / 18
hold reg to reg: 330 / key_ff2[0] / key_ff1[0] / 0
hold / removal: 330 / key_ff2[0] / key_ff1[0] / 0
setup reg to reg: 2900 / bcd_input[2] / minutes[0] / 18
-- cell type report --
class / instances / area (µm²)
Multi-Input combinational cell: 871 / 5420
Tap cell: 270 / 338
Inverter: 49 / 184
Clock inverter: 15 / 140
Fill cell: 1965 / 10800
Clock buffer: 17 / 425
Timing Repair Buffer: 50 / 485
Sequential cell: 130 / 2670
-- kinds of logic after synthesis --
group                    after synthesis  synth area share
multiplexers                          28            0.0349
XOR/XNOR                              57            0.0602
AND-OR/OR-AND                        222             0.189
adder cells (fa/ha/maj)               37            0.0550
flip-flops                           130             0.318
buffers and inverters                 85            0.0391
AND/OR/NAND/NOR                      527             0.304
-- power breakdown --
group	switching [mW]	internal [mW]	total, mW
sequential	0.124	0.695	0.818
combinational	0.425	0.342	0.767
clock	0.211	0.368	0.579
Power is estimated from default activity; no workload was simulated.
